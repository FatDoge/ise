[flow/design.v]
`timescale 1ns / 1ps
module Reg(RA,RB,WR,WA,WD,RDA,RDB,Clk,Reset);
input [4:0] RA,RB,WA;
input [31:0] WD;
input WR,Clk,Reset;
output reg [31:0] RDA, RDB;
reg [31:0] REG[0:31];
reg [5:0] i;
always @ (posedge Clk or posedge Reset)
begin
	if(Reset)
		for(i=0;i<32;i=i+1)
			REG[i] <= 0;
	else
	begin
		if(WR)
			REG[WA] <= WD;
	end
end 
always @(*)
	begin
		RDA = REG[RA];
		RDB = REG[RB];
	end
endmodule
[flow/run.sh]
#!/bin/bash
# OpenROAD 26Q1-2900-gdf79404cd8, Yosys 0.63+post, stock flow scripts
make -C /OpenROAD-flow-scripts/flow DESIGN_CONFIG=/design/flow/config.mk WORK_HOME=/design/flow/orfs finish
[flow/config.mk]
export PLATFORM = sky130hd
export DESIGN_NAME = Reg
export DESIGN_NICKNAME = Reg
export VERILOG_FILES = /design/flow/design.v
export SDC_FILE = /design/flow/constraint.sdc
export NUM_CORES = 4
export LEC_CHECK = 1
export CORE_UTILIZATION = 50
[flow/constraint.sdc]
current_design Reg

set clk_period 10.1
set clk_io_pct 0.2

create_clock -name clk0 -period $clk_period [get_ports {Clk}]

set non_clock_inputs [all_inputs -no_clocks]
set_input_delay [expr $clk_period * $clk_io_pct] -clock clk0 $non_clock_inputs
set_output_delay [expr $clk_period * $clk_io_pct] -clock clk0 [all_outputs]
==> impl_metrics.ini <==
; yosys + openroad results
[synth]
ys_ff = 1024
synth_cells = 4395
yosysChipArea_sq_mm = 0.05135
top_cell = mux2_2
syn_area_sq_mm = 0.05135
synth_top_cell_by_area = dfrtp_1
syn_avg_cell_area_sq_um = 11.68
edf_count = 0
synthArstFlopShare = 1.000
ys_seq_frac = 0.4990
top_cell_area_share = 0.4990
synth_cell_types = 63
synth-warning-count = 2
ys_cells = 4395
common_cells = mux2_2 (1,031), dfrtp_1 (1,024), a22oi_1 (756), clkbuf_1 (262), nand2_1 (240)
ff_type = dfrtp_1
topCellsByArea = dfrtp_1 (50%), mux2_2 (23%), a22oi_1 (11%)

[floorplanning]
io_pins = 114
chipWidth_um = 322.5
floorplan.core_util = 0.5047
dieArea_sq_mm = 0.1040
core.rowCount = 117
die_y_um = 322.5
core_area_sq_mm = 0.1017

[final_timing]
rsz0062_at_grt = false
slew_headroom = 0.06487
whs_ns = 0.5293
setup_tns_ns = 0
fin_crit_sh = 0.8396
max_freq_mhz = 117.9
worst_pin_slew_ns = 1.399
final_hold_viol_count = 0
setup_viol = 0
min_period_ns = 8.480
slew_viol_final = 0
fin_worst_skew_ns = 0

[routing]
dr_total_vias = 45680
detail_route.wl_per_cell_um = 46.16
drcViolationCount = 0
ant_nets = 0
wl_met2_mm = 104.5
routed_wl_mm = 273.4
top_layer = met5
drt-initial-drc-count = 6263
vias_per_cell = 7.712
met1_length_mm = 92.97
drt_pass1_iterations = 9
met3WireLength_mm = 49.93

[finish]
largest_register_ffs = 1024
fill_cells = 8383
stdcell_area_sq_mm = 0.05889
utilization = 0.5788
syn_to_final_growth_pct = 14.68
top_register = REG
top_regs = REG: 1024 flops
drive_gt1_frac = 0.3478

[clock_network]
cts_hold_buf = 0
cts_buffers = 109
clockBufferDepth = 3
insertion_delay_ns = 0.71
postCtsSetupRepairBufs = 0
cts-resized-gates = 0
cts.sinks = 1024
htreeDepth = 3
tritoncts = built
clk_pin_slew_ns = 0.06
root_buffer = clkbuf_16

[worst_setup_path]
cp-start-kind = primary input
worstPathMaxFanout = 23
cpPeakStageDelay_ns = 1.07
crit_chain = buf_2, buf_4, nand3b_1, nor2_4, buf_4, a221oi_1, and3_1, a31oi_1, clkdlybuf4s50_1
cp.arrival_ns = 6.46
rr_worst_depth = 1
endpoint_kind = primary output
cp_common_cell = buf_4
slowest_stage = nor2_4
cp.required_ns = 8.08
crit_type = in -> out

[place]
dp_hpwl_mm = 167.5
place.gp.congestion = 1.106
placement.io_buffers = 113
placed_area_sq_mm = 0.05509

[global_route]
grt_pass1_wl_mm = 372.1
grt.overflow.total = 0
grt_pass1_vias = 43880
grt_start_max_net_pins = 127
grt_usage = 0.5574
antenna_found_initial = 15

[hold_path]
worstHoldPathType = reg -> reg
min_path_cells = 1

[pwr]
p_switching_mw = 3.403
total_leakage_power_nw = 25.62
power_switching_share = 0.2905
p_per_area_mw_per_mm2 = 198.9
finalPower_mw = 11.71
intPower_mw = 8.309
power_frac_seq = 0.488
p_comb_frac = 0.145
ir_drop_mv = 0.1712
clkPwrFrac = 0.366

[flow_run]
tool_warnings = 55
cap_violations = 0

[outcome]
outcome = completed
==> cells by family (layout without fill, tap and decap cells) <==
kind of cell,Yosys count,after routing,share of synthesized area
DFF,1024,1024,0.4990
AOI/OAI and AO/OA,1074,1074,0.1562
buffers and inverters,437,571,0.03492
muxes,1084,1084,0.2368
and+or+nand+nor,776,776,0.07312
other,0,26,0
==> path summary, 6_finish.rpt <==
check | start | to | slack (ns)
min reg2reg | REG[24][26] | REG[24][26] | 0.53
max reg2reg | REG[29][15] | REG[29][15] | 9.09
max | RB[0] | RDB[21] | 1.62
min | REG[24][26] | REG[24][26] | 0.53
max in group asynchronous | Reset | REG[27][18] | 6.33
min in group asynchronous | Reset | REG[28][0] | 1.83
==> power by group through the flow <==
| stage | clock [mW] | sequential [mW] | combinational (mW) |
|---|---|---|---|
| 6_report | 4.29 | 5.72 | 1.70 |
| 5_1_grt | 4.44 | 5.78 | 1.80 |
| 4_1_cts | 4.29 | 5.67 | 1.66 |
==> through the flow <==
step / worst slack [ns] / instances
after floorplan: -6.034 / 4395
after global placement: 2.097 / 5700
after detailed placement: 2.035 / 5700
after CTS: 2.030 / 5897
after global routing: 1.821 / 5899
final: 1.620 / 5923
==> critical path: cells and delay by family <==
family / cells / cell delay (ns)
AOI/OAI and AO/OA: 2 / 0.58
buffers and inverters: 4 / 1.86
and+or+nand+nor: 3 / 1.92
==> cells in the final DEF (no fill, tap or decap), types with 7 or more instances in the layout <==
cell type / netlist / final
mux2_2: 1031 / 1031
dfrtp_1: 1024 / 1024
a22oi_1: 756 / 756
buf_4: 5 / 244
nand2_1: 240 / 227
clkbuf_16: 0 / 111
clkdlybuf4s50_1: 0 / 107
nor2_1: 170 / 101
nand4_1: 90 / 90
a21oi_1: 84 / 84
nor2_4: 0 / 74
nor3_1: 73 / 72
nand3_1: 54 / 50
mux2i_1: 47 / 47
a22o_1: 43 / 43
nor4_1: 36 / 36
a221oi_1: 30 / 30
diode_2: 0 / 26
o21ai_0: 25 / 25
clkinv_2: 0 / 25
a32oi_1: 24 / 24
a31oi_1: 24 / 24
clkbuf_1: 262 / 20
nor2b_1: 19 / 18
bufinv_16: 0 / 16
o32a_1: 15 / 15
nand2b_1: 15 / 14
a222oi_1: 14 / 14
clkbuf_8: 0 / 14
nand2_2: 0 / 13
buf_12: 0 / 11
nand3b_1: 9 / 9
and2_1: 9 / 9
and4_1: 9 / 9
a2111oi_0: 8 / 8
and3_1: 8 / 8
clkinvlp_4: 0 / 8
or3_1: 9 / 7
==> layout make-up <==
class | instances | area [sq um] | share of cell area
antenna | 26 | 65.06 | 0.001105
clock buffer | 145 | 3045 | 0.05171
clock inverter | 52 | 693.2 | 0.01177
inverter | 7 | 30.03 | 0.0005099
multi-input combinational | 2934 | 24570 | 0.4172
sequential | 1024 | 25620 | 0.4351
tap | 1368 | 1712 | 0.02907
timing repair buffer | 367 | 3148 | 0.05346
==> metal layers <==
layer / vias up / GRT usage
li1: 17000 / -
met1: 22790 / 0.6983
met2: 4379 / 0.6970
met3: 1482 / 0.3842
met4: 26 / 0.3557
met5: - / 0.04583
Power is estimated from default activity; no workload was simulated.
