### design/flow/config.mk
export PLATFORM = sky130hd
export DESIGN_NAME = JZ_4
export DESIGN_NICKNAME = JZ_4
export VERILOG_FILES = /design/flow/design.v
export SDC_FILE = /design/flow/constraint.sdc
export NUM_CORES = 4
export LEC_CHECK = 1
export CORE_UTILIZATION = 40
### design/flow/constraint.sdc
current_design JZ_4

set clk_period 7.9
set clk_io_pct 0.2

create_clock -name clk0 -period $clk_period [get_ports {Clk}]

set non_clock_inputs [all_inputs -no_clocks]
set_input_delay [expr $clk_period * $clk_io_pct] -clock clk0 $non_clock_inputs
set_output_delay [expr $clk_period * $clk_io_pct] -clock clk0 [all_outputs]
### design/flow/design.v
`timescale 1ns / 1ps
module JZ_4(Addr,Write_Reg,C1,C2,Clk,Reset,LED);
	   input [4:0]Addr;
	   input [1:0]C1;
	   input Write_Reg,C2,Clk,Reset;
	   output reg [7:0]LED;
	   wire [31:0]R_Data_A,R_Data_B;
	   reg [31:0]W_Data;
	   reg [4:0]A,B;
		Registerfile reg1(A,B,Addr,Write_Reg,W_Data,Clk,Reset,R_Data_A,R_Data_B);
      always@(Addr or Write_Reg or C1 or C2 or R_Data_A or R_Data_B)
	   begin
	     A=0;
	     B=0;
	     LED=0;
	     W_Data=0;
	   if(!Write_Reg)
	   begin
	   if(!C2)
	   begin
	     A=Addr;
	   case(C1)
		  2'b00:LED=R_Data_A[7:0];
		  2'b01:LED=R_Data_A[15:8];
		  2'b10:LED=R_Data_A[23:16];
		  2'b11:LED=R_Data_A[31:24];
	   endcase
		end
	   else
		begin
	   B=Addr;
		case(C1)
		  2'b00:LED=R_Data_B[7:0];
		  2'b01:LED=R_Data_B[15:8];
		  2'b10:LED=R_Data_B[23:16];
		  2'b11:LED=R_Data_B[31:24];
		endcase
		end
		end
		else
		begin
	   case(C1)
		  2'b00:W_Data=32'h0000_0003;
		  2'b01:W_Data=32'h0000_0607;
		  2'b10:W_Data=32'hFFFF_FFFF;
		  2'b11:W_Data=32'h1111_1234;
	   endcase
		end
		end
endmodule
`timescale 1ns / 1ps
module Registerfile(input [4:0]R_Addr_A,
                    input [4:0]R_Addr_B,
						  input [4:0]W_Addr,
						  input Write_Reg,
						  input [31:0]W_Data,
						  input Clk,
						  input Reset,
						  output [31:0]R_Data_A,
						  output [31:0]R_Data_B
						  );
	reg [31:0]REG_Files[0:31];
	reg [5:0]i;
	initial
	begin
	 for(i=0;i<=31;i=i+1)
		REG_Files[i]=0;
	end
	assign R_Data_A=REG_Files[R_Addr_A];
   assign R_Data_B=REG_Files[R_Addr_B];
	always@(posedge Clk or posedge Reset)
	begin
	 if(Reset)
	  for(i=0;i<=31;i=i+1)
		REG_Files[i]=0;
	 else
	  if(Write_Reg)
	   REG_Files[W_Addr]=W_Data;
	end
endmodule
### design/flow/run.sh
#!/bin/bash
# OpenROAD 26Q1-2900-gdf79404cd8, Yosys 0.63+post, stock flow scripts
make -C /OpenROAD-flow-scripts/flow DESIGN_CONFIG=/design/flow/config.mk WORK_HOME=/design/flow/orfs finish
==> impl_metrics.py <==
# Flow results
metrics = {
    "timing": {
        "final.period_utilization_pct": 85.7,
        "timing_hold_violations_final": 0,
        "clock_skews_ps": 0,
        "slew-limit-headroom_pct": 30.9,
        "final_critical_path_setup_slack_ps": 1130,
        "grt_setup_unrepaired": "false",
        "timing.hold.ws_ps": 479,
        "totalNegativeSetupSlack_ps": 0,
        "clock.fmax_mhz": 148,
        "final_period_minus_worst_setup_slack_ps": 6770,
        "setup_viol": 0,
        "worstMarginPinSlew_ps": 1030,
        "final-max-slew-violation-count": 0,
    },
    "clocking": {
        "clk_pin_slew_ps": 70,
        "cts_root_buffer": "sky130_fd_sc_hd__clkbuf_16",
        "post_cts.resized_instances": 0,
        "clock_tree_from_tritoncts": "built",
        "post_cts.repair.setup_buffers": 0,
        "cts_htree_levels": 4,
        "cts_buffers": 17,
        "clock_insertion_delay_worst_skew_ps": 420,
        "hold_buf_count_cts": 0,
        "clockBufferDepth": 2,
        "clock-sinks": 160,
    },
    "floorplan": {
        "die_height_um": 153,
        "core_area_mm2": 0.0220,
        "core.rowCount": 54,
        "die.size.x_um": 153,
        "floorplan.core_util_pct": 41.3,
        "num_io_pins": 19,
        "die-area_mm2": 0.0233,
    },
    "synth": {
        "dominant_flop_cell": "sky130_fd_sc_hd__dfrtp_1",
        "post_synth_num_cell_types": 83,
        "synth.yosys.chip_area_mm2": 0.00909,
        "async_reset_ff_share_pct": 100,
        "synthCells": 953,
        "ys_ff": 160,
        "edf_count": 0,
        "yosys_instances": 953,
        "synth.avg_cell_area_um2": 9.54,
        "netlist_area_mm2": 0.00909,
        "postSynthSeqShare_pct": 44.0,
        "synth_warnings": 3,
    },
    "final_layout": {
        "fill_cells": 2119,
        "most_common_logic_cell_in_the_routed_design": "sky130_fd_sc_hd__dfrtp_1",
        "area_growth_syn_to_layout_pct": 9.53,
        "largest_reg_flops": 160,
        "stdcell_area_mm2": 0.00996,
        "comb_gate_area_mm2": 0.00465,
        "register_area_mm2": 0.00400,
        "layout.cells.non_filler": 1234,
        "layout_top_cells": "sky130_fd_sc_hd__dfrtp_1 (160), sky130_fd_sc_hd__nand2_1 (150), sky130_fd_sc_hd__o21ai_0 (101)",
        "drive_above_1_share_pct": 17.8,
    },
    "job": {
        "max_cap_violations": 0,
        "warnings": 29,
    },
    "place": {
        "placement.setup.worst_slack_ps": 1250,
        "postPlaceCellArea_mm2": 0.00940,
        "place.gp.congestion": 1.14,
        "place.port_buffers": 18,
        "dp.final_hpwl_um": 26900,
        "dp_cells": 1203,
    },
    "run_status": {
        "run_status": "complete, no violations",
    },
    "setup_path": {
        "timing.critical_path.required_ps": 6320,
        "timing.critical_path.arrival_ps": 5190,
        "worst_setup_path_startpoint": "Write_Reg",
        "timing_worst_setup_path_type": "input port to output pin",
        "reg_to_reg_startpoint": "reg1.REG_Files[1][30]",
        "crit_path_end_kind": "output pin",
        "critPathLaunchType": "input port",
        "cp_max_fo": 12,
    },
    "routing": {
        "detailroute.via_count": 7833,
        "drtAntennaViolNets": 0,
        "diodes": 0,
        "drt_drc_violations_left": 0,
        "routed_wire_length_per_instance_um": 29.7,
        "first_iter_violations": 757,
        "detail_route.wirelength_um": 36700,
        "via_per_inst": 6.35,
        "detail_route.first_pass.iterations": 7,
    },
    "grt": {
        "grt_first_pass_wirelength_um": 54700,
        "grt_use_met3_pct": 9.21,
        "grt.met1_usage_pct": 52.1,
        "largest_net_degree_at_the_start_of_global_routing": 59,
        "grt.met2_usage_pct": 47.0,
        "grt_antenna_before_repair": 2,
        "grt_util_all_layers_pct": 33.6,
        "grt_pass1_vias": 7607,
        "globalRoute.totalOverflow": 0,
        "busiest_layer": "met1",
    },
    "power": {
        "worst_vdd_drop_v": 0.000147,
        "power-per-cell-area_mw_per_mm2": 236,
        "total_leakage_power_nw": 4.18,
    },
    "worst_hold_path": {
        "worst_hold_startpoint": "reg1.REG_Files[14][28]",
        "timing.hold.worst.class": "flop to flop",
    },
}
-- path summary, 6_finish.rpt --
kind	endpoint	slack (ps)	cells past startpoint
worst max-delay path	LED[0]	1130	9
worst min-delay path	reg1.REG_Files[14][28]	480	2
worst max register to register	reg1.REG_Files[1][30]	7010	1
worst min register to register	reg1.REG_Files[14][28]	480	2
max in group asynchronous	reg1.REG_Files[21][28]	5210	3
min in group asynchronous	reg1.REG_Files[25][30]	1570	2
-- kinds of logic after synthesis --
family,share of synthesized area (%)
simple gates,20.0
compound gates,17.9
flops,44.0
mux,12.6
buf+inv,4.78
fa+ha+maj,0.688
-- layout make-up --
type                            count  area share (%)
Sequential cell                   160            40.2
Clock inverter                     13            1.22
Timing Repair Buffer               43            3.44
Multi-Input combinational cell    709            46.7
Clock buffer                       18            4.41
Tap cell                          280            3.52
Inverter                           11           0.465
-- through the flow --
stage	utilization (%)	power [mW]
2_1_floorplan	-	1.36
3_3_place_gp	42.7	1.55
3_5_place_dp	42.7	1.55
4_1_cts	45.2	2.36
5_1_grt	45.2	2.46
6_report	45.2	2.35
-- critical path, cell delays in order --
cell	delay [ps]
sky130_fd_sc_hd__clkdlybuf4s50_1	650
sky130_fd_sc_hd__nand2b_1	530
sky130_fd_sc_hd__a21oi_1	810
sky130_fd_sc_hd__nand4_1	180
sky130_fd_sc_hd__a221o_1	330
sky130_fd_sc_hd__o21ai_1	260
sky130_fd_sc_hd__o221ai_1	170
sky130_fd_sc_hd__a22o_1	270
sky130_fd_sc_hd__clkdlybuf4s50_1	400
-- Yosys cell counts (4+ instances only) --
cell type / count / area [um^2]
sky130_fd_sc_hd__mux2i_1: 9 / 90.1
sky130_fd_sc_hd__buf_2: 26 / 130
sky130_fd_sc_hd__nor3_1: 13 / 65.1
sky130_fd_sc_hd__and3b_1: 7 / 61.3
sky130_fd_sc_hd__nor3b_1: 9 / 67.6
sky130_fd_sc_hd__a32oi_1: 19 / 166
sky130_fd_sc_hd__nand3b_1: 8 / 60.1
sky130_fd_sc_hd__a21oi_1: 20 / 100
sky130_fd_sc_hd__o21ai_0: 101 / 505
sky130_fd_sc_hd__a221o_1: 4 / 40.0
sky130_fd_sc_hd__mux2_1: 5 / 56.3
sky130_fd_sc_hd__nand2b_1: 6 / 37.5
sky130_fd_sc_hd__a22o_1: 6 / 52.6
sky130_fd_sc_hd__nor2_1: 34 / 128
sky130_fd_sc_hd__and3_1: 12 / 75.1
sky130_fd_sc_hd__a211oi_1: 5 / 37.5
sky130_fd_sc_hd__nor2b_1: 14 / 87.6
sky130_fd_sc_hd__nand4_1: 16 / 100
sky130_fd_sc_hd__clkbuf_1: 31 / 116
sky130_fd_sc_hd__nand3_1: 50 / 250
sky130_fd_sc_hd__dfrtp_1: 160 / 4000
sky130_fd_sc_hd__o21ai_1: 9 / 45.0
sky130_fd_sc_hd__a31oi_1: 12 / 75.1
sky130_fd_sc_hd__inv_1: 9 / 33.8
sky130_fd_sc_hd__mux2_2: 83 / 935
sky130_fd_sc_hd__buf_4: 7 / 52.6
sky130_fd_sc_hd__and2_1: 5 / 31.3
sky130_fd_sc_hd__a22oi_1: 17 / 128
sky130_fd_sc_hd__nand2_1: 150 / 563
sky130_fd_sc_hd__a41oi_1: 4 / 35.0
sky130_fd_sc_hd__o211ai_1: 6 / 45.0
sky130_fd_sc_hd__buf_6: 8 / 90.1
sky130_fd_sc_hd__ha_1: 5 / 62.6
-- routing by layer --
layer	vias up	routed length, um
met1	3878	16500
met4	4	1460
met3	84	3000
met2	370	15700
met5	-	28
li1	3497	-
-- power breakdown --
group | internal [mW] | switching, mW | leakage (nW) | total (mW)
Sequential | 0.976 | 0.158 | 2.06 | 1.13
Clock | 0.423 | 0.380 | 0.280 | 0.803
Combinational | 0.173 | 0.242 | 1.84 | 0.415
Power is estimated from default activity; no workload was simulated.
