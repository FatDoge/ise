[flow/run.sh]
#!/bin/bash
# OpenROAD 26Q1-2900-gdf79404cd8, Yosys 0.63+post, stock flow scripts
make -C /OpenROAD-flow-scripts/flow DESIGN_CONFIG=/design/flow/config.mk WORK_HOME=/design/flow/orfs finish
[flow/config.mk]
export PLATFORM = sky130hd
export DESIGN_NAME = ALU
export DESIGN_NICKNAME = ALU
export VERILOG_FILES = /design/flow/design.v
export SDC_FILE = /design/flow/constraint.sdc
export NUM_CORES = 4
export LEC_CHECK = 1
export CORE_UTILIZATION = 40
[flow/constraint.sdc]
current_design ALU

set clk_period 19.6
set clk_io_pct 0.2

create_clock -name clk0 -period $clk_period

set non_clock_inputs [all_inputs -no_clocks]
set_input_delay [expr $clk_period * $clk_io_pct] -clock clk0 $non_clock_inputs
set_output_delay [expr $clk_period * $clk_io_pct] -clock clk0 [all_outputs]
[flow/design.v]
`timescale 1ns / 1ps
module ALU(A, B, OP, F, ZF, OF);
input [31:0] A, B;
input [2:0] OP;
output reg [31:0] F;
output reg ZF, OF;
reg C30,C31,CX,FLag;
reg [1:0] tmp;
reg [5:0] i;
reg [31:0] C;
always @(*)
begin
	case(OP)
		3'b000:
		begin
			F = A & B;
			OF = 0;
		end
		3'b001:
		begin
			F = A | B;
			OF = 0;
		end
		3'b010:
		begin
			F = A ^ B;
			OF = 0;
		end
		3'b011:
		begin
			F = ~(A | B);
			OF = 0;
		end
		3'b100:
		begin
			F = A + B;
			CX = 0;
			for (i=0;i<32;i=i+1)
			begin
				tmp = A[i]+B[i]+CX;
				if (tmp == 2'b10)
					CX = 1;
				else
					CX = 0;
				if (i == 30)
					C30 = CX;
				if (i == 31)
					C31 = CX;
			end
			OF = C30 ^ C31;
		end
		3'b101:
		begin
			C = ~B + 1'b1;
			F = A - B;
			CX = 0;
			for (i=0;i<32;i=i+1)
			begin
				tmp = A[i]+C[i]+CX;
				if (tmp == 2'b10)
					CX = 1;
				else
					CX = 0;
				if (i == 30)
					C30 = CX;
				if (i == 31)
					C31 = CX;
			end
			OF = C30 ^ C31;
		end
		3'b110:
		begin
			if (A < B)
			begin
				F = 32'b00000000000000000000000000000001;
			end
			else
			begin
				F = 32'b00000000000000000000000000000000; 
			end
			OF = 0;
		end
		3'b111:
		begin
			F = B << A;
			OF = 0;
		end
		default:
		begin
			F = 32'b0;
			OF = 0;
			ZF = 1;
		end
	endcase
	ZF = 1;
	for (i=0;i<32;i=i+1)
	begin
		if(F[i]==1)
			ZF = 0;
	end
end
endmodule
==> results.toml <==
# flow metrics
[final_timing]
finalCritPeriodShare_pct = 137
finalCriticalPeriod_ns = 26.79
fin_setup_tns_ns = -7.19
worstMarginPinSlew_ns = 0.927
slew_headroom_pct = 37.7
fmax_mhz = 37.3
final_max_slew_viol_count = 0
setup_viol = 1
setup_slack_ns = -7.19
rsz0062_at_grt = "yes"
hold_viol_final = 0

[floorplanning]
dieArea_um2 = 25800
core_um2 = 24500
fp.dieW_um = 161
std_cell_rows = 57
fp_util_pct = 41.1
fp.dieH_um = 161
io_pins = 101

[global_route]
gr-usage-all-layers_pct = 33.3
grt_overflow = 0
grt_pass1_wl_um = 64400
grt_max_degree = 55
grt_pass1_vias = 10735
antenna_found_initial = 0

[critical_path]
cpPeakStageDelay_ns = 0.55
crit_family = "adder cells"
required_ns = 15.68
crit_type = "input port to output port"
crit_arrival_ns = 22.87
crit_slowest_cell = "fa_1"
critical_path.startpoint_type = "input port"
end_kind = "output port"
crit_path_max_fanout = 2
cpMostUsedCell = "fa_1"
path_buffers = 4

[layout]
ff_latch_area_um2 = 0
fin_area_um2 = 12000
fin_util_pct = 48.9
fill_cells = 2470
drive_above_1_share_pct = 13.0
seq_cells = 0
layoutNonFillerInstCount = 1804
area_growth_pct = 18.9
nClkBuffers = 0

[place]
place_congestion = 1.01
place_area_um2 = 11900
dp_cells = 1790
dp_hpwl_um = 32600
port_buffers = 101

[worst_hold_path]
min_path_type = "input port to output port"

[run]
warnings = 99
max_cap_viol_count = 0

[logic_synthesis]
synthMuxAreaShare_pct = 14.2
synth_chip_area_um2 = 10100
ys_cells = 1349
ys_types = 86
synth.avg_cell_area_um2 = 7.47
synth_cells = 1349
netlist_area_um2 = 10100
synthAdderAreaFrac_pct = 24.5
ys_seq_share_pct = 0
yosysWarnings = 1
simple_gate_share_pct = 23.6
xor_area_share_pct = 4.17
logic_family = "AND-OR/OR-AND gates"
aoi_share_pct = 26.2

[power_and_ir_drop]
p_leak_nw = 4.95
power_mw = 0.361
ir_drop_mv = 0.0174
pwr_density_cell_nw_per_um2 = 30.1

[routing]
drt-vias-per-instance = 6.18
antenna-diode-count = 0
num_vias = 11150
drc_errors = 0
finalWirelength_um = 41500
drt_iter0_markers = 1006
wl_per_cell_um = 23.0
first_pass_iters = 7
ant_nets = 0

[cts]
hold_buffers = 0

[outcome]
status = "finished with violations"
violations = "setup timing"
[area by class of cell]
type / count / area (µm²) / area share [%]
inverter: 101 / 382 / 3.18
multi-input combinational: 1167 / 9380 / 78.2
tap: 324 / 405 / 3.38
timing repair buffer: 212 / 1820 / 15.2
[cells in the final DEF, fill, tap and decap left out, types with 6 or more instances in the layout]
master and n:
or2_2 6, nor2b_1 18, a221oi_1 19, o31ai_1 14, nor2_1 118, o211ai_1 10, xnor2_1 45, a2111o_1 7
clkdlybuf4s50_1 93, o21bai_1 8, nand3_1 21, o22ai_1 8, a211oi_1 25, fa_1 63, nand4_1 14, mux2i_1 61
o21ai_1 10, mux4_2 28, o21ai_0 60, a21oi_1 105, inv_1 95, or3_1 10, mux2_2 11, a2111oi_0 6
nand2_1 92, buf_4 111, nor3_1 40, ha_1 96, a31oi_1 22, nand2b_1 72, o21a_1 6, buf_2 6
and3_1 14, nor4_1 27, a21o_1 17
[logic make-up after synthesis]
kind of cell    Yosys count
mux                     103
simple gates            468
compound gates          388
xor+xnor                 48
buf+inv                 182
fa+ha+maj               160
[what timing repair did]
item                       in CTS  in global routing
buffers inserted               13                  1
pin swaps                      34                  8
hold endpoints to repair        0                  0
gates cloned                    0                  0
setup endpoints to repair       1                  1
resized                        20                  1
[cells in the mapped netlist (all sizes together) (30+ instances only)]
| cell type | n | area share [%] |
|---|---|---|
| nand2b | 72 | 4.5 |
| mux4 | 30 | 6.8 |
| nor2 | 118 | 4.4 |
| nand2 | 92 | 3.4 |
| buf | 31 | 1.6 |
| a21oi | 107 | 5.5 |
| nor3 | 41 | 2.1 |
| o21ai | 70 | 3.5 |
| xnor2 | 45 | 3.9 |
| clkbuf | 50 | 1.9 |
| mux2i | 61 | 6.1 |
| inv | 100 | 3.7 |
| ha | 97 | 12 |
| fa | 63 | 13 |
[layer usage]
| layer | global-route usage, % | up-vias | wire length [µm] |
|---|---|---|---|
| li1 | - | 5212 | - |
| met1 | 50.4 | 5330 | 18600 |
| met2 | 47.7 | 541 | 17600 |
| met3 | 10.1 | 67 | 4410 |
| met4 | 6.13 | 0 | 949 |
| met5 | 0 | - | 0 |
[final timing paths]
| check | from | to | slack (ns) | depth (start not counted) |
|---|---|---|---|---|
| setup / recovery | B[1] | OF | -7.19 | 69 |
| hold / removal | B[1] | F[1] | 8.90 | 6 |
[power breakdown]
group / internal, mW / switching [mW]
clock: 0 / 0
sequential: 0 / 0
combinational: 0.154 / 0.207
total: 0.154 / 0.207
[per-stage QoR]
step / setup WS, ns / hold slack [ns]
final: -7.19 / 8.90
after floorplan: -6.64 / 8.06
after CTS: -7.31 / 8.90
after global placement: -8.15 / 9.00
after global routing: -7.98 / 8.99
after detailed placement: -8.22 / 9.01
